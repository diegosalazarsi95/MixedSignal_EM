===== flow/run.sh =====
#!/bin/bash
# OpenROAD 26Q1-2900-gdf79404cd8, Yosys 0.63+post, stock flow scripts
make -C /OpenROAD-flow-scripts/flow DESIGN_CONFIG=/design/flow/config.mk WORK_HOME=/design/flow/orfs finish

===== flow/design.v =====
module fir (in,out,clk);
	input wire [7:0] in;
	input wire clk;
	output wire [15:0] out;
	wire [15:0] a0,a1,a2;
	wire [7:0] z1,z2,z3;
	wire [15:0] x,y,z;
	localparam B0 = 34;
	localparam B1 = 94;
	localparam B2 = 94;
	localparam B3 = 34;
	add8 A1 (.A(a0),.B(x),.OUT(a1));
	add8 A2 (.A(a1),.B(y),.OUT(a2));
	add8 A3 (.A(a2),.B(z),.OUT(out));
	mult8 M0 (.A(in),.B(B0),.OUT(a0));
	mult8 M1 (.A(z1),.B(B1),.OUT(x));
	mult8 M2 (.A(z2),.B(B2),.OUT(y));
	mult8 M3 (.A(z3),.B(B3),.OUT(z));
	reg8 Z1 (.IN(in),.OUT(z1),.clk(clk));
	reg8 Z2 (.IN(z1),.OUT(z2),.clk(clk));
	reg8 Z3 (.IN(z2),.OUT(z3),.clk(clk));
endmodule 
module add8 (A,B,OUT);
	input wire [15:0] A,B;
	output wire [15:0] OUT;
	wire [16:0] result;
	assign result = A+B;
	assign OUT = (result[16]==1) ? 16'b1111111111111111 : result[15:0];
endmodule
module mult8 (A,B,OUT);
	input wire [7:0] A,B;
	output wire [15:0] OUT;
	assign OUT = A*B;
endmodule
module reg8 (IN,OUT,clk);
	input wire clk;
	input wire [7:0] IN;
	output reg [7:0] OUT;
	always @(posedge clk) begin
		OUT <= IN;
	end
endmodule

===== flow/constraint.sdc =====
current_design fir

set clk_period 11.4
set clk_io_pct 0.2

create_clock -name clk0 -period $clk_period [get_ports {clk}]

set non_clock_inputs [all_inputs -no_clocks]
set_input_delay [expr $clk_period * $clk_io_pct] -clock clk0 $non_clock_inputs
set_output_delay [expr $clk_period * $clk_io_pct] -clock clk0 [all_outputs]

===== flow/config.mk =====
export PLATFORM = sky130hd
export DESIGN_NAME = fir
export DESIGN_NICKNAME = fir
export VERILOG_FILES = /design/flow/design.v
export SDC_FILE = /design/flow/constraint.sdc
export NUM_CORES = 4
export LEC_CHECK = 1
export CORE_UTILIZATION = 40

==> metrics.yaml <==
outcome:
  status: "finished clean"
synth:
  synth_cells: 594
  syn-cell-area_sq_um: 5090
  ys_async_sr_fraction_pct: 0
  yosys_cells: 594
  edf_count: 0
  synth_cell_types: 56
  synth_seq_share_pct: 9.43
  yosysChipArea_sq_um: 5090
  ff_type: "dfxtp_1"
  top_cells_by_area: "ha_1, fa_1, dfxtp_1"
  top_area_share_pct: 27.5
  yosys_warnings: 5
  yosys_register_bits: 24
  yosys.area.top_type: "ha_1"
  avgSynthCellArea_sq_um: 8.58
placement:
  place_congestion: 0.852
  dp_hpwl_microns: 8390
  place_area_sq_um: 5610
  dp.cells: 795
  port_buffers: 24
worst_setup_path:
  regToRegEndpoint: "Z3.OUT[2]$_DFF_P_"
  critPathRequiredTime_ns: 9.12
  reg2reg_from: "Z2.OUT[2]$_DFF_P_"
  critPathLaunchType: "input pin"
  r2r_slack_ns: 10.70
  reg2reg_depth: 0
  arrival_ns: 8.67
  cpPeakStageDelay_ns: 0.48
  cp-startpoint: "in[2]"
  endpoint: "out[11]"
  path_class: "input pin to output port"
  crit_fanout: 7
  slowest_stage: "clkdlybuf4s50_1"
  worst_setup_path_end_kind: "output port"
global_route:
  antenna_found_initial: 0
  grt_max_degree: 15
  grt_pass1_wl_microns: 16900
  gr-total-overflow: 0
  track_usage_pct: 16.3
  grt_pass1_vias: 3826
run:
  maxCapViolations: 0
  warnings: 25
cts:
  clockRootBuffer: "clkbuf_16"
  htreeDepth: 1
  clock_latency_ns: 0.26
  cts_tree: "built"
  clock-sinks: 24
  cts_buffers: 3
  cts_buffer_depth: 2
  clk_pin_slew_ns: 0.07
layout:
  areaGrowthSynthToFinish_pct: 14.7
  drive_gt1_share_pct: 8.31
  finalNonFillerCells: 806
  n_fill_cell: 1172
  utilization_pct: 47.8
  fin_area_sq_um: 5840
floorplan:
  initCoreUtil_pct: 41.7
  coreArea_sq_um: 12200
  row_count: 40
  ioPinCount: 25
  die_area_sq_um: 13200
  die_w_microns: 115
  fp.dieH_microns: 115
drt:
  drtAntennaViolNets: 0
  wl_met2_microns: 4440
  antenna_cells: 0
  drt_iter0_markers: 67
  wl_microns: 9660
  dr.max_layer_used: "met4"
  drt_pass1_iterations: 4
  viasPerCell: 4.88
  wl_met3_microns: 260
  wl_per_cell_microns: 12.0
  drt-met1-wl_microns: 4820
  vias: 3933
  drc_errors: 0
sta:
  fin_crit_sh_pct: 96.1
  setup_viol: 0
  final.min_clock_period_ns: 10.95
  hold_viol: 0
  max_freq_mhz: 91.3
  report.final.slew_viol_count: 0
  relSlewSlack_pct: 60.7
  setup_tns_ns: 0
  clock_skew_ns: 0.00317
  tightestPinTransition_ns: 0.588
worst_hold_path:
  min_path_type: "register to register"
## placed cells by master (no fill, tap or decap), types with 18 or more instances in the layout
cell and count:
a21oi_1 28, clkdlybuf4s50_1 23, dfxtp_1 24, fa_1 38
ha_1 111, inv_1 104, nand2_1 30, nand2b_1 18
nor2_1 28, o21ai_0 18, xnor2_1 32, xor2_1 19
## layer usage
metal | up-vias | track usage [%]
met5 | - | 0
met4 | 0 | 2.08
met3 | 10 | 1.82
met2 | 52 | 27.8
met1 | 1763 | 23.3
li1 | 2108 | -
## sequential cells by signal, summed over array words and instances (netlist names)
name,count
Z3.OUT,8
Z2.OUT,8
Z1.OUT,8
## area by class of cell
type	instances	area, sq um	share of cell area, %
multi-input cells	463	4270	73.1
inverters	105	394	6.75
clock inverters	1	30.0	0.514
well taps	168	210	3.60
clock buffers	3	75.1	1.29
flip-flops and latches	24	480	8.23
repair buffers	42	379	6.49
## Yosys cell counts, types with 2 or more instances
cell type / instances
a31oi_1: 6
inv_1: 104
o21ai_0: 21
mux2i_1: 4
nor4_1: 3
dfxtp_1: 24
a21o_1: 15
a211o_1: 2
xnor2_1: 32
fa_1: 39
o21bai_1: 7
ha_1: 112
nor2b_1: 12
o2111a_1: 2
nand2_1: 30
a21oi_1: 35
nand3_1: 8
o211ai_1: 4
a21boi_0: 2
nor3_1: 12
nand3b_1: 3
o21a_1: 4
and3_1: 5
or3_1: 4
nor2_1: 28
a211oi_1: 5
or2_2: 3
and2_1: 2
nand2b_1: 18
xor2_1: 19
or2_1: 4
## worst min-delay path by stage
stage | start | to | cells past startpoint
4_1_cts | Z1.OUT[2]$_DFF_P_ | Z2.OUT[2]$_DFF_P_ | 0
5_1_grt | Z1.OUT[2]$_DFF_P_ | Z2.OUT[2]$_DFF_P_ | 0
6_report | Z1.OUT[2]$_DFF_P_ | Z2.OUT[2]$_DFF_P_ | 0
## worst max-delay path, delay by kind of cell
| family | cells | cell delay (ns) |
|---|---|---|
| compound gates | 14 | 2.13 |
| fa+ha+maj | 5 | 1.61 |
| buf+inv | 5 | 1.44 |
| simple gates | 6 | 0.87 |
| xor+xnor | 2 | 0.32 |
## kinds of logic after synthesis
kind of cell               synth area share [%]
adders and majority gates                  42.8
and+or+nand+nor                            14.2
AOI/OAI and AO/OA                          15.7
buffers and inverters                      8.06
xor gates and xnor gates                   8.77
DFF                                        9.43
muxes                                      1.01
## through the flow
step,setup WS [ns],hold slack (ns)
2_1_floorplan,1.21,0.371
3_3_place_gp,0.184,0.454
3_5_place_dp,0.0747,0.450
4_1_cts,0.0575,0.458
5_1_grt,-0.0134,0.467
6_report,0.446,0.449
## what timing repair did
action                     4_1_cts  5_1_grt
hold buffers                     0        0
gates resized                    0       23
buffers inserted                 0        6
setup endpoints to repair        0       16
